==> design/flow/run.sh <==
#!/bin/bash
# OpenROAD 26Q1-2900-gdf79404cd8, Yosys 0.63+post, stock flow scripts
make -C /OpenROAD-flow-scripts/flow DESIGN_CONFIG=/design/flow/config.mk WORK_HOME=/design/flow/orfs finish
==> design/flow/config.mk <==
export PLATFORM = sky130hd
export DESIGN_NAME = ALU_32
export DESIGN_NICKNAME = ALU_32
export VERILOG_FILES = /design/flow/design.v
export SDC_FILE = /design/flow/constraint.sdc
export NUM_CORES = 4
export LEC_CHECK = 1
export CORE_UTILIZATION = 40
==> design/flow/constraint.sdc <==
current_design ALU_32

set clk_period 27.3
set clk_io_pct 0.2

create_clock -name clk0 -period $clk_period

set non_clock_inputs [all_inputs -no_clocks]
set_input_delay [expr $clk_period * $clk_io_pct] -clock clk0 $non_clock_inputs
set_output_delay [expr $clk_period * $clk_io_pct] -clock clk0 [all_outputs]
==> design/flow/design.v <==
module ALU_1 (a, b, out, ctrl, Cin, Cout);
	input a, b;
	input [1:0] ctrl;
	input Cin;
	output out, Cout;
	wire norout, sltuout, adderout, muxout;
	nor or1 (norout, a, b);
	mux2to1 mux1 (.in1(~b), .in0(b), .sel(ctrl[0]), .out(muxout));
	full_adder adder1 (.Cin(Cin), .Cout(Cout), .a(a), .b(muxout), .s(adderout));
	mux4to1 mux4 (.in0(adderout), .in1(adderout), .in2(norout), .in3(adderout), .sel(ctrl), .out(out));
endmodule
module ALU_testbench();
	reg a, b, Cin, Cout;
	reg [1:0] ctrl;
	wire out;
	ALU_1 dut (.a, .b, .out, .ctrl, .Cin, .Cout);
	initial begin 
		a = 0; b = 0; Cin = 0; ctrl = 2'b00; #10;  
		a = 0; b = 1; #10;
		a = 1; b = 0; #10;
		a = 1; b = 1; #10;
		a = 0; b = 0; Cin = 1; ctrl = 2'b01; #10;  
		a = 0; b = 1; #10;
		a = 1; b = 1; #10;
		a = 1; b = 1; #10;
		a = 0; b = 0; ctrl = 2'b10; #10;  
		a = 0; b = 1; #10;
		a = 1; b = 0; #10;
		a = 1; b = 1; #10;
		a = 0; b = 0; ctrl = 2'b11; #10;  
		a = 0; b = 1; #10;
		a = 1; b = 1; #10;
		a = 1; b = 1; #10;
	end
endmodule
module ALU_32 (a, b, ctrl, out, zero, overflow, cout, neg);
	input [31:0] a, b;
	input [1:0] ctrl;
	output [31:0] out;
	output zero, overflow, cout, neg;
	wire [30:0] carr;  
	ALU_1 alu0 (.a(a[0]), .b(b[0]), .out(out[0]), .ctrl(ctrl), .Cin(ctrl[0]), .Cout(carr[0])); 
	genvar i;
	generate
		for (i = 1; i < 31; i++) begin : eachmod
			ALU_1 alu1 (.a(a[i]), .b(b[i]), .out(out[i]), .ctrl(ctrl), .Cin(carr[i-1]), .Cout(carr[i]));
		end
	endgenerate
	ALU_1 alu31 (.a(a[31]), .b(b[31]), .out(out[31]), .ctrl(ctrl), .Cin(carr[30]), .Cout(cout));
	assign neg = out[31];
	zeroflag32to1 z1 (.in(out), .out(zero));
	xor x1 (overflow, cout, carr[30]);
endmodule
module full_adder (Cin, Cout, a, b, s);
	input Cin, a, b;
	output Cout, s;
	wire [2:0] w;
	xor x1 (w[0], a, b);
	xor x2 (s, Cin, w[0]);
	and a1 (w[1], Cin, w[0]);
	and a2 (w[2], a, b);
	or o1 (Cout, w[1], w[2]);
endmodule
module adder_testbench();
	wire Cout, s;
	reg Cin, a, b;
	full_adder dut (.Cin, .Cout, .a, .b, .s);
	initial begin
		Cin = 0; #10;
		a = 0; b = 0; #10;
		a = 0; b = 1; #10;
		a = 1; b = 1; #10;
	end
endmodule
module mux2to1(in1, in0 , sel, out);
	input in0, in1;
	input sel;
	output out;
	wire andgate1, andgate2, notgate;
	and a1(andgate1, in1, sel);
	not n1(notgate, sel); 
	and a2(andgate2, in0, notgate);
	or o1(out, andgate1, andgate2);
endmodule
module mux2_testbench();
	wire out;
	reg in0, in1, sel;
	mux2to1 dut (.in0, .in1 , .sel, .out);
	initial begin
		in0 = 0; in1 = 1; sel = 0; #10;
		in0 = 0; in1 = 1;sel = 1; #10;
		in0 = 0; in1 = 1;sel = 0; #10;
	end
endmodule
module mux4to1(in0, in1, in2, in3, sel, out);
	input in0, in1, in2, in3;
	input [1:0] sel;
	output out;
	wire t1, t2;
	mux2to1 m1 (in3, in2, sel[0], t1);
	mux2to1 m2 (in1, in0, sel[0], t2);
	mux2to1 m3 (t1, t2, sel[1], out);
endmodule
module zeroflag4to1 (in, out);
	input [3:0] in;
	output out;
	nor nor1 (out, in[3], in[2], in[1], in[0]);
endmodule
module zeroflag16to1 (in, out);
	input [15:0] in;
	output out;
	wire [3:0] temp;
	zeroflag4to1 z1 (.in(in[15:12]), .out(temp[3]));
	zeroflag4to1 z2 (.in(in[11:8]), .out(temp[2]));
	zeroflag4to1 z3 (.in(in[7:4]), .out(temp[1]));
	zeroflag4to1 z4 (.in(in[3:0]), .out(temp[0]));
	and nor2 (out, temp[3], temp[2], temp[1], temp[0]);
endmodule
module zeroflag32to1 (in, out);
	input [31:0] in;
	output out;
	wire [1:0] temp;
	zeroflag16to1 z1 (.in(in[31:16]), .out(temp[1]));
	zeroflag16to1 z2 (.in(in[15:0]), .out(temp[0]));
	and nor1 (out, temp[1], temp[0]);
endmodule
module zeroflag32to1_testbench(); 
	reg [31:0] in;
	wire out;
	zeroflag32to1 dut (.in, .out);
	integer i;
	initial begin
		in= 32'b0; #10;
		for (i=0; i<32; i++) begin 
			in[i] = 1; #10;
			in[i] = 0; #10;
		end
	end
endmodule
module zeroflag4to1_testbench(); 
	reg [3:0] in;
	wire out;
	zeroflag4to1 dut (.in, .out);
	integer i;
	initial begin
		in= 4'b0; #10;
		for (i=0; i<4; i++) begin 
			in[i] = 1; #10;
			in[i] = 0; #10;
		end
	end
endmodule
module zeroflag16to1_testbench(); 
	reg [15:0] in;
	wire out;
	zeroflag16to1 dut (.in, .out);
	integer i;
	initial begin
		in= 16'b0; #10;
		for (i=0; i<16; i++) begin 
			in[i] = 1; #10;
			in[i] = 0; #10;
		end
	end
endmodule
==> PnR_summary.wiki <==
=== Synthesis and place and route ===
{| class="wikitable"
! Metric !! Value
|-
| Biggest area consumer among synthesized cells || sky130_fd_sc_hd__fa_1
|-
| Status || finished, final reports clean
|-
| Bufs and invs on worst path || 3
|-
| Dominant cell area share || 0.3452
|-
| Final setup violation count || 0
|-
| Die extent in y || 69.05 µm
|-
| Number of diodes || 0
|-
| Worst hold path type || primary input to output pin
|-
| Family of cells with the greatest summed delay on the critical path || adder cells
|-
| Time the worst path needs with I/O delays and setup || 25.82 ns
|-
| Worst endpoint data arrival time || 20.36 ns
|-
| Maximum operating frequency || 38.73 MHz
|-
| Post-synthesis cell type count || 25
|-
| Worst slew pin tran || 0.5383 ns
|-
| Tool warnings || 33
|-
| Endpoint class of the critical path || output pin
|-
| Yosys Instances || 190
|-
| Cell internal pwr || 49.34 µW
|-
| Estimated wirelength of the detail-placed design || 3.290 mm
|-
| FFs & Latches || 0
|-
| Chip area line of the yosys report || 1798 µm²
|-
| Switching share of power || 0.3441
|-
| Final hold viol count || 0
|-
| Depth of the critical timing path with buffers and inverters included || 38
|-
| Gates resized, CTS repair || 0
|-
| Overall power consumption || 75.23 µW
|-
| Wire length of the first global-routing pass || 6.644 mm
|-
| CP Max Fanout || 3
|-
| Share of post-route cells with drive strength above 1 || 0.1032
|-
| Worst slew margin relative to its limit || 0.6411
|-
| DRC violations left || 0
|-
| Number of warning messages in the yosys log || 0
|-
| Overall die width || 69.05 µm
|-
| Number of I/O port buffers || 102
|-
| Area delta synth->final || 43.98%
|-
| WP data required || 21.84 ns
|-
| Sequential element share of the synthesized area || 0
|-
| Leakage power || 1.026 nW
|-
| Fp_density || 0.4158
|-
| Vias in the first global route || 1464
|-
| Max Cap Viol || 0
|-
| Vias per cell || 4.655
|-
| Number of antenna violations at the first check in global routing || 0
|-
| DIE AREA || 4767 µm²
|-
| Unrepaired setup endpoints after global routing || no
|-
| Count of clock buffers in the final design || 0
|-
| Most frequently placed logic cells in the final layout || sky130_fd_sc_hd__clkdlybuf4s50_1, sky130_fd_sc_hd__fa_1, sky130_fd_sc_hd__xor2_1, sky130_fd_sc_hd__nor2_1, sky130_fd_sc_hd__mux2_2
|-
| Highest-delay cell along the critical path || sky130_fd_sc_hd__clkdlybuf4s50_1
|-
| DRT iter0 DRCs || 5
|-
| TNS Setup || 0 ns
|-
| Largest net degree at the start of global routing || 45
|-
| Global route total overflow || 0
|-
| Most frequent logic cell in the layout || sky130_fd_sc_hd__clkdlybuf4s50_1
|-
| Global-route usage over all layers || 0.1750
|-
| CP most frequent cell || sky130_fd_sc_hd__fa_1
|-
| Average cell area after synthesis || 9.463 µm²
|-
| Switch Pwr || 25.89 µW
|-
| Top cells by area || sky130_fd_sc_hd__fa_1, sky130_fd_sc_hd__xor2_1, sky130_fd_sc_hd__buf_4
|-
| Sequential cell fraction of total power || 0
|-
| Worst Hold Depth || 3
|-
| Antenna Nets Post-Route || 0
|-
| Post-layout period usage || 0.9457
|-
| Number of max-slew violations in the final report || 0
|-
| Post-synthesis instance area || 1798 µm²
|-
| Combinational share of power || 1.000
|-
| Average wire per cell in the routed design || 12.45 µm
|-
| Clock network power share || 0
|-
| Startpoint types || primary input
|-
| Total I/O pin count || 102
|-
| End point of the worst hold path || out[29]
|-
| Std-Cell Rows || 24
|-
| Via total after detailed routing || 1415
|-
| Syn Inst Count || 190
|-
| RePlAce Congestion || 0.8173
|-
| FF+latch area || 0 µm²
|-
| Initial DRT Pass Iterations || 2
|-
| Cts hold-fix bufs || 0
|-
| Pwr/cell area || 29.06 nW/µm²
|-
| Launch instance of the worst min-delay path || b[29]
|-
| Startpoint-to-endpoint class of the critical path || primary input to output pin
|-
| Post-CTS Setup Inserts || 0
|-
| Final Routed Wirelength || 3.784 mm
|-
| CORE AREA || 4324 µm²
|-
| Delay contributed by the slowest stage of the critical path || 0.49 ns
|-
| Worst voltage drop across the vdd grid || 0.01390 mV
|}
cells by family (layout without fill, tap and decap cells):
kind of cell / after synthesis / in the layout / synth area share
AOI/OAI and AO/OA: 11 / 11 / 0.04315
xor gates and xnor gates: 32 / 32 / 0.1559
adders and majority gates: 32 / 32 / 0.3521
buffers and inverters: 47 / 109 / 0.1781
muxes: 22 / 22 / 0.1420
and+or+nand+nor: 46 / 46 / 0.1287
worst max-delay path by stage:
| stage | start | to | slack, ns |
|---|---|---|---|
| 4_1_cts | b[0] | zero | 1.27 |
| 5_1_grt | b[0] | zero | 0.69 |
| 6_report | b[0] | zero | 1.48 |
area by class of cell:
class / count / area [µm²]
Multi-Input combinational cell: 143 / 1478
Fill cell: 396 / 1735
Timing Repair Buffer: 103 / 1023
Inverter: 6 / 22.52
Tap cell: 52 / 65.06
cell usage after synthesis, types with 2 or more instances:
cell                        n
sky130_fd_sc_hd__nor2_1    24
sky130_fd_sc_hd__or4_1      3
sky130_fd_sc_hd__buf_1      2
sky130_fd_sc_hd__fa_1      31
sky130_fd_sc_hd__buf_6      3
sky130_fd_sc_hd__nor4_1     4
sky130_fd_sc_hd__nand2_1    9
sky130_fd_sc_hd__mux2_4     2
sky130_fd_sc_hd__buf_4     32
sky130_fd_sc_hd__clkbuf_1   3
sky130_fd_sc_hd__inv_1      6
sky130_fd_sc_hd__a21oi_1    2
sky130_fd_sc_hd__xor2_1    30
sky130_fd_sc_hd__o31ai_1    8
sky130_fd_sc_hd__mux2_2    20
sky130_fd_sc_hd__xnor2_1    2
layer usage:
metal	wire length (µm)	vias to the layer above	part of all wire	track usage
met5	0	-	0	0
met4	0	0	0	0
met3	197	0	0.052	0.01929
met2	1958	44	0.52	0.2967
met1	1628	655	0.43	0.2705
li1	-	716	-	-
power groups by stage:
stage,registers [mW],logic (mW),clock network (mW)
after CTS,0,0.0770,0
after global routing,0,0.0850,0
final,0,0.0752,0
metrics by stage:
stage	std cells	instance area, µm²	hold slack [ns]	worst slack (ns)	util
CTS	304	2589	11.92	1.272	0.5987
floorplan	190	1798	11.06	2.541	-
global placement	304	2589	11.91	1.327	0.5987
global route	304	2589	11.94	0.6890	0.5987
detailed placement	304	2589	11.92	1.356	0.5987
finish	304	2589	11.91	1.481	0.5987
Power figures rest on the tool's default switching activity, not on a simulated workload.
